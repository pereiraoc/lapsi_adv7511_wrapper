## flow/config.mk

```make
export PLATFORM = sky130hd
export DESIGN_NAME = bank_reg
export DESIGN_NICKNAME = bank_reg
export VERILOG_FILES = /design/flow/design.v
export SDC_FILE = /design/flow/constraint.sdc
export NUM_CORES = 4
export LEC_CHECK = 1
export CORE_UTILIZATION = 50
```

## flow/constraint.sdc

```tcl
current_design bank_reg

set clk_period 8.4
set clk_io_pct 0.2

create_clock -name clk0 -period $clk_period [get_ports {clock}]

set non_clock_inputs [all_inputs -no_clocks]
set_input_delay [expr $clk_period * $clk_io_pct] -clock clk0 $non_clock_inputs
set_output_delay [expr $clk_period * $clk_io_pct] -clock clk0 [all_outputs]
```

## flow/design.v

```verilog
module bank_reg(
    input clock,
    input [5:0] address_w,
    input [5:0] address_r,
    input en_write,     
    input [31:0] data_w,
    output [31:0] data_r
);
reg [31:0] bank [0:47];
always @(posedge clock)
    if (en_write)
        bank[address_w] <= data_w;
assign data_r = bank[address_r];
endmodule
```

## flow/run.sh

```bash
#!/bin/bash
# OpenROAD 26Q1-2900-gdf79404cd8, Yosys 0.63+post, stock flow scripts
make -C /OpenROAD-flow-scripts/flow DESIGN_CONFIG=/design/flow/config.mk WORK_HOME=/design/flow/orfs finish
```

==> results.json <==
{
  "power_frac_seq_pct": 55.1,
  "timing.fmax_mhz": 154,
  "hold_viol": 0,
  "dp.cells": 4446,
  "clock-sinks": 1536,
  "p_leak_nw": 22.1,
  "die_area_sq_um": 120000,
  "synth_chip_area_sq_um": 59500,
  "coreArea_sq_um": 118000,
  "powerDensity_nw_per_um2": 230,
  "slew_headroom_pct": 40.4,
  "hold_class": "in2reg",
  "cp_cell_sequence": "buf_8, buf_12, buf_4, mux2i_1, a22o_1, a221oi_1, o22ai_1, o41ai_2, clkdlybuf4s50_1",
  "grt_pass1_wl_um": 211000,
  "root_buffer": "clkbuf_16",
  "avgSynthCellArea_sq_um": 20.7,
  "crit_cells": 9,
  "io_pins": 78,
  "critical_path_required_ps": 6720,
  "dp_slack_ps": 1870,
  "drcViolationCount": 0,
  "grt_pass1_vias": 31700,
  "ys_warn_count": 1,
  "postCtsResizedCells": 0,
  "fp_util_pct": 50.4,
  "num_vias": 29000,
  "cts_tree": "done",
  "dieHeight_um": 347,
  "antenna_found_initial": 1,
  "end_kind": "output pin",
  "tool_warnings": 26,
  "portBuffers": 77,
  "power_switching_mw": 3.23,
  "holdPathStages": 2,
  "ys_types": 29,
  "synth_area_sq_um": 59500,
  "h-tree-depth": 4,
  "clk_path_buf_depth": 3,
  "syn_to_final_growth_pct": 12.6,
  "status": "finished, final reports clean",
  "rows": 126,
  "post_dp_cell_area_sq_um": 62600,
  "max_stage_delay_ps": 520,
  "min_from": "data_w[27]",
  "share_clk_of_total_power_pct": 39.6,
  "grt.total_usage_pct": 27.7,
  "yosys.stat.seqShare_pct": 77.5,
  "synth_cells": 2880,
  "cts_buffers": 152,
  "final_cell_mix": "edfxtp_1 (1536), mux2i_1 (512), mux4_2 (160)",
  "numSynthFlops": 1536,
  "lay_top_count": "edfxtp_1",
  "final_cell_area_sq_um": 67000,
  "drv_cap": 0,
  "setup-violations-final": 0,
  "die_x_um": 347,
  "gp_congestion": 0.834,
  "logic_family": "multiplexers",
  "ys_sh_xor_pct": 0,
  "setup_slack_ps": 1890,
  "path_max_fanout": 73,
  "cts_setup_buffers": 0,
  "largest_reg_flops": 1536,
  "period_needed_ps": 6510,
  "fa_ha_area_share_pct": 0,
  "hold_slack_ps": 1820,
  "slew_viol_final": 0,
  "drive_gt1_share_pct": 17.9,
  "cp_top_family": "buffers and inverters",
  "start_kind": "primary input",
  "fin_setup_tns_ps": 0,
  "vias_per_cell": 6.15,
  "cts.clk_slew.worst_paths_ps": 60,
  "grt_overflow_total": 0,
  "cp_slowest_cell": "clkdlybuf4s50_1",
  "mux_share_pct": 14.7,
  "switching_share_pct": 20.9,
  "power_mw": 15.4,
  "peakVddDrop_mv": 0.217,
  "path_class": "in2out",
  "startpoint": "address_r[0]",
  "aoi_share_pct": 5.25,
  "drt.antenna.violating_nets": 0,
  "arrival_ps": 4830,
  "ys_cells": 2880,
  "dp_hpwl_um": 76000,
  "fin_crit_sh_pct": 77.5,
  "finalWirelength_um": 146000,
  "path_buffers": 4,
  "rsz0062_at_grt": "false",
  "p_comb_share_pct": 5.3,
  "p_int_mw": 12.2,
  "fin_cells": 4706,
  "avgRoutedWirePerCell_um": 31.0,
  "detail_route.first_pass.iterations": 5,
  "postCtsHoldBufs": 0,
  "grt_max_degree": 78,
  "final_util_pct": 56.7,
  "worst_pin_slew_ps": 893,
  "drtIter0Drc": 1727,
  "ys_sh_simple_pct": 0.835
}
[metal layers]
layer	GRT usage (%)	vias up	routed length, um
met3	22.6	219	27300
met5	2.16	-	314
met2	39.5	1980	68800
li1	-	12400	-
met4	4.98	6	3260
met1	34.8	14300	46000
[power by group through the flow]
stage | logic [mW] | clock network, mW | registers, mW
4_1_cts | 0.828 | 6.21 | 8.50
5_1_grt | 0.886 | 6.50 | 8.50
6_report | 0.823 | 6.11 | 8.50
[layout make-up]
| type | count | area, sq um |
|---|---|---|
| clock buffers | 189 | 4030 |
| repair buffers | 204 | 1810 |
| well taps | 1536 | 1920 |
| diodes | 2 | 5.00 |
| clock inverters | 69 | 378 |
| flip-flops and latches | 1536 | 46100 |
| multi-input cells | 1170 | 12700 |
| fillers | 8362 | 51100 |
[path summary, 6_finish.rpt]
kind / end / slack, ps
setup / recovery: data_r[30] / 1890
hold / removal: bank[47][27]$_DFFE_PP_ / 1820
[cell usage after synthesis, drive strengths merged]
| cell | count | share of area (%) |
|---|---|---|
| or3b | 1 | 0.015 |
| nand2b | 5 | 0.053 |
| nor2 | 47 | 0.30 |
| clkbuf | 71 | 0.45 |
| mux2i | 512 | 8.6 |
| o41ai | 32 | 0.87 |
| edfxtp | 1536 | 77 |
| a22oi | 128 | 1.6 |
| a22o | 64 | 0.94 |
| nand4 | 1 | 0.011 |
| nor4bb | 1 | 0.017 |
| o22ai | 32 | 0.34 |
| nand3b | 1 | 0.013 |
| nor3 | 4 | 0.034 |
| or3 | 1 | 0.011 |
| buf | 103 | 1.3 |
| nand2 | 39 | 0.25 |
| mux4 | 160 | 6.1 |
| and2 | 1 | 0.011 |
| a21oi | 64 | 0.54 |
| or2 | 1 | 0.011 |
| nor2b | 6 | 0.063 |
| nand3 | 5 | 0.042 |
| nand4b | 1 | 0.015 |
| a221oi | 64 | 0.94 |
[cells by family after synthesis]
kind of cell	count (synthesis)
simple gates	114
mux	672
buf+inv	174
compound gates	384
flops	1536
